$ cat ./design.v
module spi_ram #(
    parameter MEM_WIDTH = 8,
    parameter MEM_DEPTH = 256,
    parameter ADDR_SIZE = 8
  )
  (
    input clk,
    input rst_n,
    input [9:0] din,
    input rx_valid,
    output [MEM_WIDTH-1:0] dout,
    output tx_valid
  );
  reg [MEM_WIDTH-1:0] mem [MEM_DEPTH-1 : 0];
  reg [MEM_WIDTH-1:0] write_addr, read_addr;
  reg [MEM_WIDTH-1:0] dout_mem;
  wire read_en, write_en, blk_select;
  always@(posedge clk or negedge rst_n) begin
    if(~rst_n) begin
      write_addr <=0;
      read_addr <=0;
    end
    else if(rx_valid)begin
      case (din[9:8])
        2'b00 : write_addr <= din[7:0];
        2'b10 : read_addr <= din[7:0];
      endcase
    end
  end
  always@(posedge clk) begin
    if(~rst_n) 
      dout_mem <= 0;
    else if(blk_select) begin
      if(write_en) begin
        mem[write_addr] <= din[7:0];  
      end
      if(read_en) begin
        dout_mem <= mem[read_addr];
      end
    end
  end
assign blk_select = (rx_valid == 1 && (read_en || write_en)) ? 1 : 0;
assign read_en = (din[9:8] == 2'b11) ? 1 : 0;
assign write_en = (din[9:8] == 2'b01) ? 1 : 0;
assign dout = (~rst_n) ? 0 :  dout_mem  ;
assign tx_valid = (~rst_n) ? 0 : ( (blk_select && write_en) ? 1 : 0 ) ;
endmodule : spi_ram
$ cat ./run.sh
#!/bin/bash
# OpenROAD 26Q1-2900-gdf79404cd8, Yosys 0.63+post, stock flow scripts
make -C /OpenROAD-flow-scripts/flow DESIGN_CONFIG=/design/flow/config.mk WORK_HOME=/design/flow/orfs finish
$ cat ./config.mk
export PLATFORM = sky130hd
export DESIGN_NAME = spi_ram
export DESIGN_NICKNAME = spi_ram
export VERILOG_FILES = /design/flow/design.v
export SDC_FILE = /design/flow/constraint.sdc
export NUM_CORES = 4
export LEC_CHECK = 1
export CORE_UTILIZATION = 30
$ cat ./constraint.sdc
current_design spi_ram

set clk_period 31.5
set clk_io_pct 0.2

create_clock -name clk0 -period $clk_period [get_ports {clk}]

set non_clock_inputs [all_inputs -no_clocks]
set_input_delay [expr $clk_period * $clk_io_pct] -clock clk0 $non_clock_inputs
set_output_delay [expr $clk_period * $clk_io_pct] -clock clk0 [all_outputs]
==> metrics.cfg <==
[sta]
count_of_pins_over_their_slew_limit = 0
finalHoldViolCount = 0
clock_skew_ns = 0.0530
grt_setup_unrepaired = no
worst_max_slew_pin_slew_ns = 1.05
timing.setup.tns_ns = 0
fmax_mhz = 71.7
final.min_clock_period_ns = 13.94
slew_headroom_pct = 29.4
cycle_use_final_pct = 44.3
hold_ws_ns = 0.652
timing.final.setup_violations = 0

[synthesis]
netlist_top_cells_area = edfxtp_1, mux4_2, a211oi_1
post-synth-top-area-cell = edfxtp_1
post_synth_num_cell_types = 56
seq_area_frac_synth_pct = 76.8
post_synth_instance_area_sq_mm = 0.0808
synth.avg_cell_area_sq_um = 19.9
synth-main-ff-cell = edfxtp_1
synth_flops = 2072
ys_warn_count = 1
syn_inst = 4061
enable_flop_cells = 2048
yosysCellCount = 4061
synthDominantCellAreaShare_pct = 76.1
yosys_area_sq_mm = 0.0808
async_flop_share_pct = 0.772

[route]
route.detailed.wl_per_inst_um = 24.3
wire_length_the_detailed_router_placed_on_met1_mm = 66.4
detailedRoute.firstPassIterationCount = 7
met3_wirelength_mm = 24.2
number_of_nets_still_failing_antenna_checks_after_routing = 0
drt_drc_violations_left = 0
drt_iter0_drcs = 2655
wirelength_mm = 191
via_cell_ratio = 4.97
detailroute.via_count = 39100
routed.top_layer = met5
met2_wirelength_mm = 94.2

[power]
power_leakage_nw = 27.1
power_frac_seq_pct = 49.7
cellPowerDensity_mw_per_mm2 = 67.3
clock_power_share_pct = 38.0
fraction_of_power_consumed_by_combinational_cells_pct = 12.3
power_switching_share_pct = 24.4
internal_power_mw = 4.66
power_switching_mw = 1.50
power.ir.vdd_worst_uv = 58.4

[layout]
number_of_filler_instances_in_the_final_layout = 24600
area_delta_synth_final_pct = 13.1
drive_above_1_share_pct = 20.1
layout_top_cells_excl_fill_tap = edfxtp_1, mux4_2, nor2_1
layout_top_cell = edfxtp_1

[clocking]
clock_tree.htree_level_count = 4
cts-buffers-inserted = 201
clkTransAtPathRegs_ns = 0.06
tritoncts = yes
cts-resized-gates = 0
clock_sink_count = 2072
post-cts-setup-buffers = 0
ctsHoldBuffers = 0
library_cell_used_as_clock_root_buffer = clkbuf_16
worst_skew_pair.late_latency_ns = 0.85
clock_tree.buffer_depth = 3

[die]
initial_core_util_pct = 30.2
chipWidth_um = 521
design.die.area_sq_mm = 0.272
pin_count = 22
floorplan.rows = 190
placeableCoreArea_sq_mm = 0.268
die_height_um = 521

[grt]
wire_length_of_the_first_global_routing_pass_mm = 283
antenna_violations_before_repair = 5
first_global_vias = 42400
grt.total_usage_pct = 15.2
globalRoute.totalOverflow = 0
grt_max_degree = 96

[run]
max_cap_violations = 0
openroad.warnings = 26

[placement]
hpwl_mm = 116
final_replace_weighted_congestion = 0.887
portBuffers = 21

[worst_setup_path]
crit_path_end_kind = output pin
worst_ep_arrival_time_ns = 7.64
crit_type = input port to output pin
crit_path_max_fo = 5
critical_path_start_type = input port
worstPathRequired_ns = 25.20

[hold_path]
hold_path_class = flip-flop to flip-flop

[run_status]
status = completed

Yosys cell counts (all sizes together) (18+ instances only):
| cell type | count |
|---|---|
| edfxtp | 2048 |
| mux4 | 416 |
| nor2 | 352 |
| nor2b | 199 |
| a211oi | 196 |
| buf | 160 |
| clkbuf | 109 |
| nor4 | 65 |
| o21ai | 59 |
| nor3 | 47 |
| mux2 | 44 |
| nand2 | 43 |
| nand3 | 38 |
| a22oi | 35 |
| o22ai | 33 |
| mux2i | 20 |
| nand4 | 19 |
| a21oi | 18 |
layer usage:
metal	vias to the layer above	GRT usage, %
li1	16900	-
met3	326	8.91
met4	8	3.93
met1	20000	18.0
met5	-	0.720
met2	1739	23.9
area by class of cell:
class                   count  area (sq um)  share of cell area [%]
diodes                      2          5.00                 0.00547
clock buffers             262          5300                    5.79
clock inverters           109          1110                    1.22
inverters                   1          3.75                 0.00410
multi-input cells        1719         17300                    18.9
flip-flops and latches   2072         62100                    67.9
well taps                3552          4440                    4.86
repair buffers            149          1260                    1.37
sequential cells by signal, summed over array words and instances, names as in the netlist:
name,cells
write_addr,8
read_addr,8
dout_mem,8
mem,2048
per-stage QoR:
stage / instance area, sq um / power (mW) / std cells / setup WS (ns) / utilization, %
6_report: 91500 / 6.15 / 7866 / 17.56 / 34.1
5_1_grt: 91400 / 6.36 / 7865 / 17.46 / 34.1
4_1_cts: 91400 / 6.21 / 7864 / 17.51 / 34.1
3_5_place_dp: 85000 / 3.89 / 7493 / 17.51 / 31.7
3_3_place_gp: 85000 / 3.88 / 7493 / 17.50 / 31.7
2_1_floorplan: 80800 / 3.61 / 4061 / 18.20 / -
final timing paths:
check	startpoint	endpoint	slack, ns	depth (start not counted)
max reg2reg	read_addr[0]	dout_mem[1]	25.76	11
max	din[8]	tx_valid	17.56	3
min reg2reg	dout_mem[0]	dout_mem[0]	0.65	2
min	dout_mem[0]	dout_mem[0]	0.65	2
max in group asynchronous	rst_n	read_addr[4]	25.50	2
min in group asynchronous	rst_n	write_addr[3]	5.58	2
worst max-delay path: stages:
cell	delay [ns]
clkdlybuf4s50_1	0.56
and4b_1	0.29
clkdlybuf4s50_1	0.49
cells by family after synthesis:
| family | after synthesis | synth area share [%] |
|---|---|---|
| flip-flops | 2072 | 76.8 |
| multiplexers | 480 | 12.5 |
| AND-OR/OR-AND | 435 | 3.89 |
| AND/OR/NAND/NOR | 804 | 4.91 |
| buffers and inverters | 270 | 1.93 |
power by group through the flow:
stage / Sequential [mW] / Clock (mW) / Combinational (mW)
CTS: 3.06 / 2.38 / 0.772
global route: 3.06 / 2.48 / 0.818
finish: 3.06 / 2.34 / 0.759
Power figures rest on the tool's default switching activity, not on a simulated workload.
