### flow/constraint.sdc
current_design SPI_wrapper

set clk_period 33.8
set clk_io_pct 0.2

create_clock -name clk0 -period $clk_period [get_ports {clk}]

set non_clock_inputs [all_inputs -no_clocks]
set_input_delay [expr $clk_period * $clk_io_pct] -clock clk0 $non_clock_inputs
set_output_delay [expr $clk_period * $clk_io_pct] -clock clk0 [all_outputs]
### flow/run.sh
#!/bin/bash
# OpenROAD 26Q1-2900-gdf79404cd8, Yosys 0.63+post, stock flow scripts
make -C /OpenROAD-flow-scripts/flow DESIGN_CONFIG=/design/flow/config.mk WORK_HOME=/design/flow/orfs finish
### flow/config.mk
export PLATFORM = sky130hd
export DESIGN_NAME = SPI_wrapper
export DESIGN_NICKNAME = SPI_wrapper
export VERILOG_FILES = /design/flow/design.v
export SDC_FILE = /design/flow/constraint.sdc
export NUM_CORES = 4
export LEC_CHECK = 1
export CORE_UTILIZATION = 30
### flow/design.v
module SPI_slave #(
    parameter IDLE = 3'b000,
    parameter CHK_CMD = 3'b001,
    parameter WRITE = 3'b010,
    parameter READ_ADD = 3'b011,
    parameter READ_DATA = 3'b100
  ) 
  (
    input clk,
    input rst_n,
    input MOSI,
    input SS_n,
    input [7:0] tx_data,
    input tx_valid,
    output  MISO,
    output  [9:0] rx_data,
    output  rx_valid
  );
  (*fsm_encoding = "gray"*)
  reg [2:0] cs, ns;
  reg read_ADD_DATA;
  reg [4:0] bit_count;
  reg [9 : 0] rx_data_reg ;
  reg MISO_reg;
  always@( cs or SS_n or MOSI )begin
   case (cs)
      IDLE : begin
        if(SS_n)
          ns = IDLE;
        else
          ns = CHK_CMD;
      end
      CHK_CMD : begin
        if(SS_n)
          ns = IDLE; 
        else if(SS_n == 0 && MOSI == 0)
          ns = WRITE;
        else if(SS_n == 0 && MOSI == 1 && read_ADD_DATA == 0) begin
          ns = READ_ADD; 
          read_ADD_DATA = 1;
        end
        else begin
          ns = READ_DATA;
          read_ADD_DATA = 0;
        end
      end
      WRITE : begin
        if(SS_n)
          ns = IDLE;
        else 
          ns = WRITE;
      end
      READ_ADD : begin
        if(SS_n)
          ns = IDLE;
        else 
          ns = READ_ADD;
      end
      default : begin
        if(SS_n)
          ns = IDLE;
        else 
          ns = READ_DATA;
      end
   endcase
  end
  always@(posedge clk) begin
    if(~rst_n)
      cs <= IDLE;
    else
      cs <= ns;
  end
  always@(posedge clk) begin
    if(~rst_n) begin
      read_ADD_DATA <= 0;
      rx_data_reg <= 0;
      bit_count <= 0;
      MISO_reg <=0;
    end
    else begin
      if(ns == IDLE || ns == CHK_CMD) begin
        bit_count <= 0;
      end
      else if( cs == WRITE || cs == READ_ADD ) begin
          if(bit_count != 10) begin
            rx_data_reg <= rx_data_reg + (MOSI << ( 9 - bit_count )) ;
            bit_count <= bit_count + 1;
          end
      end
      else if(cs == READ_DATA && !tx_valid) begin
        if(bit_count != 10) begin
            rx_data_reg <= rx_data_reg + (MOSI << ( 9 - bit_count )) ;
            bit_count <= bit_count + 1;
          end
      end
      else if(cs == READ_DATA && tx_valid) begin  
        if(bit_count != 18) begin
          MISO_reg <= tx_data >> (17 - bit_count);
          bit_count <= bit_count + 1;
        end
      end
    end
  end
  assign rx_data = rx_data_reg;
  assign rx_valid = ((cs == WRITE || cs == READ_DATA || cs == READ_ADD)) ? 1 : 0;
  assign MISO = MISO_reg;
endmodule 
module SPI_RAM #(
    parameter MEM_WIDTH = 8,
    parameter MEM_DEPTH = 256,
    parameter ADDR_SIZE = 8
  )
  (
    input clk,
    input rst_n,
    input [9:0] din,
    input rx_valid,
    output reg [MEM_WIDTH-1:0] dout,
    output reg tx_valid
  );
  reg [MEM_WIDTH-1:0] mem [MEM_DEPTH-1 : 0];
  reg [MEM_WIDTH-1:0] write_addr, read_addr;
  wire read_en, write_en, blk_select;
  always@(posedge clk) begin
    if(~rst_n) begin
      write_addr <=0;
      read_addr <=0;
      tx_valid <=0;
    end
    else if(rx_valid)begin
        case (din[9:8])
          2'b00 : write_addr <= din[7:0];
          2'b10 : read_addr <= din[7:0];
          2'b11 : tx_valid <=1;
        endcase
    end
    else
      tx_valid <= 0;
  end
  always@(posedge clk) begin
    if(~rst_n) 
      dout <= 0;
    else if(blk_select) begin
      if(write_en) begin
        mem[write_addr] <= din[7:0];  
      end
      if(read_en) begin
        dout <= mem[read_addr];
      end
    end
  end
assign blk_select = (rx_valid == 1 && (read_en || write_en)) ? 1 : 0;
assign read_en = (din[9:8] == 2'b11) ? 1 : 0;
assign write_en = (din[9:8] == 2'b01) ? 1 : 0;
endmodule
module SPI_wrapper(
    input clk,
    input rst_n,
    input MOSI,
    input SS_n,
    output MISO
  );
  wire [7:0] tx_data;  
  wire tx_valid;
  wire [9:0] rx_data;
  wire rx_valid;
  SPI_slave SLAVE (clk, rst_n, MOSI, SS_n, tx_data, tx_valid, MISO, rx_data, rx_valid);
  SPI_RAM RAM (clk, rst_n, rx_data, rx_valid, tx_data, tx_valid);  
endmodule : SPI_wrapper
==> flow_summary_export.csv <==
group,metric,value,unit
outcome,outcome,"complete, no violations",
global_routing,grt_max_degree,110,
hold_path,hold_path.class,"reg2reg",
final_layout,lay_top_count,"edfxtp_1",
sta,clock_skew,0.0615,ns
setup_path,path_delay_family,"simple AND/OR/NAND/NOR gates",
place,port_buffers,4,
final_layout,stdcell_count,7745,
sta,worstMarginPinSlew,1.19,ns
drt,drtIter0Drc,2959,
power_and_ir_drop,power_density,55.8,nW/um^2
setup_path,crit_top_cell,"nor2_1",
drt,via_count,39500,
clock_network,ctsHtreeMaxLevel,4,
yosys,synth-edff-count,2048,
drt,wl_per_cell,26.9,um
drt,dr.pass1.iters,5,
drt,drt-total-wl,208000,um
final_layout,drive_gt1_share,22.8,%
yosys,netlist_instances,3902,
sta,slew_headroom,18.5,%
final_layout,syn2layout_area_growth,14.0,%
final_layout,final_cell_area,92800,um^2
setup_path,crit_chain,"clkdlybuf4s50_1 -> buf_4 -> nand3b_1 -> nor2_1 -> and3_1 -> nand2_1 -> nor2_1",
sta,finalHoldViolCount,0,
place,finalWeightedCongestion,0.916,
clock_network,cts_tree,"built",
global_routing,grt_util_met3,13.8,%
clock_network,cts_root_buf,"clkbuf_16",
global_routing,grtUsageMet2,24.5,%
final_layout,largest_register_ffs,2048,
clock_network,numCtsBuffers,201,
clock_network,post_cts_buffers,0,
sta,period_minus_slack,9.33,ns
sta,fmax,107,MHz
floorplanning,die_w,523,um
power_and_ir_drop,p_int,4180,uW
drt,drc,0,
final_layout,comb_area,17700,um^2
setup_path,start_kind,"input port",
final_layout,layout_top_cells,"edfxtp_1 (2048), mux4_2 (464), nor2_1 (312)",
final_layout,utilization,34.5,%
clock_network,clk_pin_slew_worst_paths,0.06,ns
yosys,syn_area,81400,um^2
global_routing,grt_pass1_wl,304000,um
power_and_ir_drop,pwr-share-seq,54.2,%
setup_path,cp_max_fo,34,
power_and_ir_drop,p_total,5170,uW
job,warning_count,34,
global_routing,antenna_found_initial,4,
sta,setup_viol,0,
setup_path,crit_arrival,9.80,ns
clock_network,cts.sink_count,2094,
power_and_ir_drop,comb_power_share,0.1,%
global_routing,grt_busiest_layer,"met2",
floorplanning,die_h,523,um
global_routing,grt_pass1_vias,44000,
power_and_ir_drop,vdd_drop_max,0.0405,mV
setup_path,crit_required,34.26,ns
yosys,yosys_area,81400,um^2
power_and_ir_drop,leakage,0.0265,uW
yosys,async_flop_share,0,%
floorplanning,fp-utilization,30.3,%
final_layout,ff_latch_area,62500,um^2
yosys,ys_types,63,
yosys,ys_warn_count,6,
place,post_dp_cell_area,85700,um^2
global_routing,use_met1,18.1,%
yosys,synthFlopType,"edfxtp_1",
drt,ant_nets,0,
floorplanning,die_area,273000,um^2
drt,viasPerCell,5.10,
floorplanning,io_pins,5,
job,cap_violations,0,
place,place_inst,7359,
floorplanning,num_rows,190,
sta,period_used_share,27.6,%
sta,finalSetupTns,0,ns
final_layout,fillers,24300,
power_and_ir_drop,power.share.switching,19.1,%
global_routing,gr-total-overflow,0,
sta,slew_viol_final,0,
floorplanning,core_area,269000,um^2
yosys,synth_stat.cells,3902,
setup_path,slowest_stage,"nor2_1",
yosys,synth_seq_share,76.7,%
yosys,syn_area_per_cell,20.9,um^2
setup_path,cp_num_buf_inv,2,
sta,rsz0062_at_grt,"false",
clock_network,clock_latency,0.86,ns
clock_network,clockBufferDepth,3,
clock_network,cts-resized-gates,0,
global_routing,grtUsageTotal,16.5,%
setup_path,end_kind,"register",
setup_path,slowest_delay,0.82,ns
power_and_ir_drop,p_sw,991,uW
power_and_ir_drop,power_frac_clock,45.7,%
yosys,synth_flop_count,2094,
place,dpl.hpwl,127000,um
setup_path,crit_type,"in2reg",
clock_network,ctsHoldBuffers,0,
logic make-up after synthesis:
family          count (synthesis)  synth area share, %
simple gates                  541                 2.98
fa+ha+maj                      14                0.225
compound gates                349                 3.17
mux                           653                 15.2
buf+inv                       241                 1.61
xor+xnor                       10                0.108
flops                        2094                 76.7
per-stage QoR:
step,setup slack [ns],hold slack [ns]
2_1_floorplan,24.62,0.417
3_3_place_gp,23.69,0.431
3_5_place_dp,23.64,0.435
4_1_cts,24.55,0.443
5_1_grt,24.32,0.466
6_report,24.47,0.446
worst reg2reg max path, cell delays in order (launching register included):
cell and delay, ns:
dfxtp_4 0.66, buf_4 0.67, buf_4 0.69, buf_4 0.73, mux4_2 0.44, a22oi_1 0.46
a31oi_1 0.44, nor4b_1 0.29, buf_4 0.18, a31oi_1 0.52, o2111ai_1 0.17
metal layers:
layer | vias to the layer above | routed length (um)
met1 | 19800 | 68300
met2 | 2782 | 96100
met4 | 14 | 6040
met5 | - | 589
li1 | 16500 | -
met3 | 356 | 37000
cells in the mapped netlist, types with 31 or more instances:
master / number / area [um^2]
mux2i_1: 179 / 1790
nor2b_1: 50 / 313
nor2_1: 313 / 1170
a22oi_1: 63 / 473
mux4_2: 464 / 10500
edfxtp_1: 2048 / 61500
dfxtp_1: 46 / 921
a21oi_1: 44 / 220
nand2_1: 70 / 263
buf_2: 65 / 325
a211oi_1: 44 / 330
o221ai_1: 54 / 473
clkbuf_1: 94 / 353
buf_4: 31 / 233
power by group through the flow:
stage	clock, uW	combinational (uW)	sequential (uW)
CTS	2400	5.59	2810
global route	2500	5.98	2800
finish	2360	5.56	2810
worst paths after layout:
| path | from | endpoint | slack (ns) | depth (start not counted) |
|---|---|---|---|---|
| worst min register to register | SLAVE.cs[0]$_DFF_P_ | SLAVE.cs[3]$_DFF_P_ | 0.45 | 2 |
| worst max-delay path | rst_n | RAM.mem[193][6]$_DFFE_PP_ | 24.47 | 7 |
| worst max register to register | RAM.read_addr[1]$_SDFFE_PN0P_ | RAM.dout[5]$_SDFFE_PN0P_ | 28.37 | 10 |
| worst min-delay path | SLAVE.cs[0]$_DFF_P_ | SLAVE.cs[3]$_DFF_P_ | 0.45 | 2 |
final cells by class:
class                   instances  area share, %
diodes                          6         0.0162
repair buffers                133           1.19
flip-flops and latches       2094           67.3
clock buffers                 232           5.57
multi-input cells            1567           19.0
well taps                    3552           4.79
inverters                      13         0.0526
clock inverters               148           2.02
Power is estimated from default activity; no workload was simulated.
